===== ./config.mk =====
export PLATFORM = sky130hd
export DESIGN_NAME = rd_b_infmap
export DESIGN_NICKNAME = rd_b_infmap
export VERILOG_FILES = /design/flow/design.v
export SDC_FILE = /design/flow/constraint.sdc
export NUM_CORES = 4
export LEC_CHECK = 1
export CORE_UTILIZATION = 50

===== ./constraint.sdc =====
current_design rd_b_infmap

set clk_period 6.8
set clk_io_pct 0.2

create_clock -name clk0 -period $clk_period [get_ports {clk}]

set non_clock_inputs [all_inputs -no_clocks]
set_input_delay [expr $clk_period * $clk_io_pct] -clock clk0 $non_clock_inputs
set_output_delay [expr $clk_period * $clk_io_pct] -clock clk0 [all_outputs]

===== ./design.v =====
`timescale 1ns/10ps
module rd_b_infmap #( 
    parameter ICH           = 6  ,
    parameter KX            = 5  ,
    parameter KY            = 5  ,
    parameter OX            = 10 ,
    parameter OY            = 10 ,
    parameter ICH_B         = 2  ,
    parameter OX_B          = 2  ,
    parameter OY_B          = 2  ,
    parameter I_F_BW        = 8  
) ( 
    clk             ,
    areset          ,
    i_run           ,
    o_idle          ,
    o_run           ,
    o_n_ready       ,
    o_en_err        ,
    i_rd_start_addr ,
    i_rd_start_word ,
    o_ot_idx        ,
    o_ot_infmap     ,
    o_ot_valid      ,
    o_ot_done       ,
    b_o_infmap_addr ,
    b_o_infmap_ce   ,
    b_o_infmap_we   ,
    b_i_infmap_q    
);
localparam IS_ICH_1 = (ICH == 1);
localparam IX   = OX + KX - 1 ;  
localparam IY   = OY + KY - 1 ;  
localparam ICH_T  = ICH / ICH_B ;  
localparam OX_T   = OX  / OX_B ;  
localparam OY_T   = OY  / OY_B ;  
localparam IX_T   = OX_T + KX - 1 ;  
localparam IY_T   = OY_T + KY - 1 ;  
localparam B_INFMAP_DATA_W  = 32 ;
localparam B_INFMAP_WORD    = B_INFMAP_DATA_W / I_F_BW ;  
localparam B_INFMAP_DATA_D  = (ICH * IY * IX) / B_INFMAP_WORD;  
localparam B_INFMAP_ADDR_W  = $clog2(B_INFMAP_DATA_D);  
localparam IX_T_CNT_MAX  = (IX_T / B_INFMAP_WORD) + 1 ;  
localparam IX_T_CNT_BW   = $clog2(IX_T_CNT_MAX) ;  
localparam ICH_T_CNT_MAX = ICH_T;  
localparam ICH_T_CNT_BW  = $clog2(ICH_T_CNT_MAX) ;  
localparam WORD_CNT_MAX  = IX_T;  
localparam WORD_CNT_BW   = $clog2(WORD_CNT_MAX) ;  
localparam S_IXT_IDLE   = 0;
localparam S_IXT_FIRST  = 1;
localparam S_IXT_MIDDLE = 2;
localparam S_IXT_LAST   = 3;
localparam STATE_IXT_BIT = 2;
localparam RD = IX_T % B_INFMAP_WORD;  
localparam RD_ADDR_IX_T  = 1 ;
localparam INFMAP_WORD_MAX = B_INFMAP_WORD ;  
localparam INFMAP_WORD_BW = $clog2(INFMAP_WORD_MAX) ;  
localparam INFMAP_IDX_MAX = ICH_T;  
localparam INFMAP_IDX_BW  = (!IS_ICH_1) ? ($clog2(INFMAP_IDX_MAX)) : (1) ;  
localparam DELAY = INFMAP_IDX_MAX*IX_T_CNT_MAX + 3;  
input                          clk               ;
input                          areset            ;
input                          i_run             ;
output                         o_idle            ;
output                         o_run             ;
output                         o_n_ready         ;
output                         o_en_err          ;
input  [B_INFMAP_ADDR_W-1 : 0] i_rd_start_addr   ;
input  [INFMAP_WORD_BW-1 : 0]  i_rd_start_word   ;
output [INFMAP_IDX_BW-1 : 0]   o_ot_idx          ;
output [(IX_T*I_F_BW)-1   : 0] o_ot_infmap       ;
output                         o_ot_valid        ;
output                         o_ot_done         ;
output [B_INFMAP_ADDR_W-1 : 0] b_o_infmap_addr   ;
output                         b_o_infmap_ce     ;
output                         b_o_infmap_we     ;
input  [B_INFMAP_DATA_W-1 : 0] b_i_infmap_q      ;
reg  r_run           ;
reg  [INFMAP_WORD_BW-1 : 0] r_rd_start_word ;
always @(posedge clk) begin
    if(areset) begin
        r_run <= 1'b0;
        r_rd_start_word <= {INFMAP_WORD_BW{1'b0}};
    end else if(i_run) begin
        r_run <= 1'b1;
        r_rd_start_word <= i_rd_start_word;
    end else if(o_ot_done) begin
        r_run <= 1'b0;
        r_rd_start_word <= {INFMAP_WORD_BW{1'b0}};
    end 
end
reg  [IX_T_CNT_BW-1 : 0] r_ixt_cnt_max ;
always @(posedge clk) begin
    if(areset) begin
        r_ixt_cnt_max <= {IX_T_CNT_BW{1'b0}};
    end else if(i_run) begin
        r_ixt_cnt_max <= ((IX_T - 1 - (4 - i_rd_start_word)) >> INFMAP_WORD_BW) + 1;
    end else if(o_ot_done) begin
        r_ixt_cnt_max <= {IX_T_CNT_BW{1'b0}};
    end 
end
reg  [IX_T_CNT_BW-1  : 0] r_ixt_cnt         ;
reg  [ICH_T_CNT_BW-1 : 0] r_icht_cnt        ;
reg  r_ixt_cnt_done  ;
reg  r_icht_cnt_done ;
reg  r_cnt_valid    ;
always @(posedge clk) begin
    if((areset) || (r_ixt_cnt_done)) begin
        r_ixt_cnt <= 0;
    end else if (r_cnt_valid) begin
        r_ixt_cnt <= r_ixt_cnt + 1;
    end
end
generate
if(!IS_ICH_1) begin
    always @(posedge clk) begin
        if((areset) || (r_icht_cnt_done)) begin
            r_icht_cnt <= {ICH_T_CNT_BW{1'b0}};
        end else if (r_ixt_cnt_done) begin
            r_icht_cnt <= r_icht_cnt + 1;
        end
    end
end
endgenerate
always @(posedge clk) begin
    if((areset) || (r_ixt_cnt_done)) begin
        r_ixt_cnt_done <= 1'b0;
    end else begin
        r_ixt_cnt_done <= (r_ixt_cnt == r_ixt_cnt_max-1);  
    end
end
generate
if(!IS_ICH_1) begin
    always @(posedge clk) begin
        if((areset) || (r_icht_cnt_done)) begin
            r_icht_cnt_done <= 1'b0;
        end else if((r_icht_cnt == ICH_T_CNT_MAX-1) && (r_ixt_cnt == r_ixt_cnt_max-1)) begin
            r_icht_cnt_done <= 1'b1;
        end
    end
end else begin
    always @(*) begin
        r_icht_cnt_done = r_ixt_cnt_done;
    end
end
endgenerate
always @(posedge clk) begin
    if((areset) || (r_icht_cnt_done)) begin
        r_cnt_valid <= 1'b0;
    end else if(i_run) begin
        r_cnt_valid <= 1'b1;
    end
end
reg  [STATE_IXT_BIT-1 : 0] c_state_ixt;
reg  [STATE_IXT_BIT-1 : 0] n_state_ixt;
always @(posedge clk) begin
    if(areset) begin
        c_state_ixt <= S_IXT_IDLE;
    end else begin
        c_state_ixt <= n_state_ixt;
    end
end
always @(*) begin
    n_state_ixt = c_state_ixt;
    case (c_state_ixt)
        S_IXT_IDLE   : if(i_run) n_state_ixt = S_IXT_FIRST;
        S_IXT_FIRST  : n_state_ixt = S_IXT_MIDDLE;
        S_IXT_MIDDLE : if(r_ixt_cnt == r_ixt_cnt_max-1) n_state_ixt = S_IXT_LAST;
        S_IXT_LAST   : begin
            if(r_icht_cnt_done) n_state_ixt = S_IXT_IDLE;
            else                n_state_ixt = S_IXT_FIRST;
        end
    endcase
end
reg  [B_INFMAP_ADDR_W-1 : 0] r_rd_addr;
generate
if(!IS_ICH_1) begin
    always @(posedge clk) begin
        if((areset) || (r_icht_cnt_done)) begin
            r_rd_addr <= {B_INFMAP_ADDR_W{1'b0}};
        end else if(i_run) begin 
            r_rd_addr <= i_rd_start_addr;
        end else if(r_ixt_cnt_done) begin 
            r_rd_addr <= r_rd_addr + (IY * IX / B_INFMAP_WORD) - r_ixt_cnt_max;
        end else if(r_cnt_valid) begin
            r_rd_addr <= r_rd_addr + RD_ADDR_IX_T;
        end
    end
end else begin
    always @(posedge clk) begin
        if((areset) || (r_icht_cnt_done)) begin
            r_rd_addr <= {B_INFMAP_ADDR_W{1'b0}};
        end else if(i_run) begin 
            r_rd_addr <= i_rd_start_addr;
        end else if(r_cnt_valid) begin
            r_rd_addr <= r_rd_addr + RD_ADDR_IX_T;
        end
    end
end
endgenerate
assign b_o_infmap_addr = r_rd_addr;
assign b_o_infmap_ce   = 1'b1;
assign b_o_infmap_we   = 1'b0;  
reg  [STATE_IXT_BIT-1 : 0] c_state_ixt_t1;
always @(posedge clk) begin
    if(areset) begin
        c_state_ixt_t1 <= S_IXT_IDLE;
    end else begin
        c_state_ixt_t1 <= c_state_ixt;
    end
end
reg  [WORD_CNT_BW-1 : 0] r_rd_word_cnt;
reg  [WORD_CNT_BW-1 : 0] n_rd_word_cnt;
always @(*) begin
    n_rd_word_cnt = IX_T;
    case (c_state_ixt)
        S_IXT_IDLE   : n_rd_word_cnt = IX_T;
        S_IXT_FIRST  : n_rd_word_cnt = r_rd_word_cnt - (4 - r_rd_start_word);
        S_IXT_MIDDLE : n_rd_word_cnt = r_rd_word_cnt - 4;
        S_IXT_LAST   : n_rd_word_cnt = IX_T;
    endcase
end
always @(posedge clk) begin
    if(areset) begin
        r_rd_word_cnt <= IX_T;
    end else begin
        r_rd_word_cnt <= n_rd_word_cnt;
    end
end
reg  [INFMAP_WORD_BW-1 : 0] r_rd_word_num_m1;
reg  [INFMAP_WORD_BW-1 : 0] n_rd_word_num_m1;
always @(*) begin
    n_rd_word_num_m1 = {INFMAP_WORD_BW{1'b0}};
    case (c_state_ixt)
        S_IXT_IDLE   : n_rd_word_num_m1 = {INFMAP_WORD_BW{1'b0}};
        S_IXT_FIRST  : n_rd_word_num_m1 = 4 - 1 - r_rd_start_word;
        S_IXT_MIDDLE : n_rd_word_num_m1 = 4 - 1;
        S_IXT_LAST   : n_rd_word_num_m1 = r_rd_word_cnt - 1;
    endcase
end
always @(posedge clk) begin
    if(areset) begin
        r_rd_word_num_m1 <= {INFMAP_WORD_BW{1'b0}};
    end else begin
        r_rd_word_num_m1 <= n_rd_word_num_m1;
    end 
end
reg  [STATE_IXT_BIT-1 : 0] c_state_ixt_t2;
always @(posedge clk) begin
    if(areset) begin
        c_state_ixt_t2 <= S_IXT_IDLE;
    end else begin
        c_state_ixt_t2 <= c_state_ixt_t1;
    end
end
reg  [B_INFMAP_DATA_W-1 : 0] r_rd_infmap_ixt      ;
reg  [B_INFMAP_DATA_W-1 : 0] n_rd_infmap_ixt      ;
always @(*) begin
    n_rd_infmap_ixt = {B_INFMAP_DATA_W{1'b0}};
    case (c_state_ixt_t1)
        S_IXT_IDLE   : n_rd_infmap_ixt = {INFMAP_WORD_BW{1'b0}};
        S_IXT_FIRST  : begin
            case (r_rd_word_num_m1)
                4'd0 : n_rd_infmap_ixt = {{(3-0)*I_F_BW{1'b0}}, b_i_infmap_q[B_INFMAP_DATA_W-1 : (3-0)*I_F_BW]};
                4'd1 : n_rd_infmap_ixt = {{(3-1)*I_F_BW{1'b0}}, b_i_infmap_q[B_INFMAP_DATA_W-1 : (3-1)*I_F_BW]};
                4'd2 : n_rd_infmap_ixt = {{(3-2)*I_F_BW{1'b0}}, b_i_infmap_q[B_INFMAP_DATA_W-1 : (3-2)*I_F_BW]};
                4'd3 : n_rd_infmap_ixt = {{(3-3)*I_F_BW{1'b0}}, b_i_infmap_q[B_INFMAP_DATA_W-1 : (3-3)*I_F_BW]};
            endcase
        end 
        S_IXT_MIDDLE : n_rd_infmap_ixt = b_i_infmap_q;
        S_IXT_LAST   : begin
            case (r_rd_word_num_m1)
                4'd0 : n_rd_infmap_ixt = {{(3-0)*I_F_BW{1'b0}}, b_i_infmap_q[(1+0)*I_F_BW-1 : 0]};
                4'd1 : n_rd_infmap_ixt = {{(3-1)*I_F_BW{1'b0}}, b_i_infmap_q[(1+1)*I_F_BW-1 : 0]};
                4'd2 : n_rd_infmap_ixt = {{(3-2)*I_F_BW{1'b0}}, b_i_infmap_q[(1+2)*I_F_BW-1 : 0]};
                4'd3 : n_rd_infmap_ixt = {{(3-3)*I_F_BW{1'b0}}, b_i_infmap_q[(1+3)*I_F_BW-1 : 0]};
            endcase
        end 
    endcase
end
always @(posedge clk) begin
    if(areset) begin
        r_rd_infmap_ixt <= {B_INFMAP_DATA_W{1'b0}};
    end else begin
        r_rd_infmap_ixt <= n_rd_infmap_ixt;
    end 
end
reg  [INFMAP_WORD_BW-1 : 0] r_rd_word_num_m1_t1;
always @(posedge clk) begin
    if(areset) begin
        r_rd_word_num_m1_t1 <= {INFMAP_WORD_BW{1'b0}};
    end else begin
        r_rd_word_num_m1_t1 <= r_rd_word_num_m1;
    end 
end
reg  [(IX_T*I_F_BW)-1 : 0] r_ot_infmap ;
reg  [(IX_T*I_F_BW)-1 : 0] n_ot_infmap ;
always @(*) begin
    n_ot_infmap = {(IX_T*I_F_BW){1'b0}};
    case (r_rd_word_num_m1_t1)
        0 : n_ot_infmap = {r_rd_infmap_ixt[(0+1)*I_F_BW-1 : 0], r_ot_infmap[(IX_T*I_F_BW)-1 : (0+1)*I_F_BW]};
        1 : n_ot_infmap = {r_rd_infmap_ixt[(1+1)*I_F_BW-1 : 0], r_ot_infmap[(IX_T*I_F_BW)-1 : (1+1)*I_F_BW]};
        2 : n_ot_infmap = {r_rd_infmap_ixt[(2+1)*I_F_BW-1 : 0], r_ot_infmap[(IX_T*I_F_BW)-1 : (2+1)*I_F_BW]};
        3 : n_ot_infmap = {r_rd_infmap_ixt[(3+1)*I_F_BW-1 : 0], r_ot_infmap[(IX_T*I_F_BW)-1 : (3+1)*I_F_BW]};
    endcase
end
always @(posedge clk) begin
    if((areset) || (c_state_ixt_t2 == S_IXT_IDLE)) begin
        r_ot_infmap <= {IX_T*I_F_BW{1'b0}};
    end else begin
        r_ot_infmap <= n_ot_infmap;
    end
end
reg  [INFMAP_IDX_BW-1 : 0]  r_ot_idx        ;
generate
if(!IS_ICH_1) begin
    always @(posedge clk) begin
        if((areset) || (o_ot_done)) begin
            r_ot_idx <= {INFMAP_IDX_BW{1'b0}};
        end else if(c_state_ixt_t2 == S_IXT_LAST) begin
            r_ot_idx <= r_ot_idx + 1;
        end 
    end
end else begin
    always @(posedge clk) begin
        r_ot_idx <= {INFMAP_IDX_BW{1'b0}};
    end
end
endgenerate
reg  r_en_err        ;
always @(posedge clk) begin
    if(areset) begin
        r_en_err <= 1'b0;
    end else if((r_run) && (i_run) && (!o_ot_done)) begin
        r_en_err <= 1'b1;
    end 
end
reg  r_n_ready        ;
always @(posedge clk) begin
    if(areset) begin
        r_n_ready <= 1'b0;
    end else begin
        r_n_ready <= (c_state_ixt == S_IXT_IDLE) && (c_state_ixt_t1 == S_IXT_LAST);
    end 
end
reg  r_ot_valid       ;
always @(posedge clk) begin
    if(areset) begin
        r_ot_valid <= 1'b0;
    end else begin
        r_ot_valid <= (c_state_ixt_t2 == S_IXT_LAST);
    end 
end
reg  r_ot_done        ;
always @(posedge clk) begin
    if(areset) begin
        r_ot_done <= 1'b0;
    end else begin
        r_ot_done <= (c_state_ixt_t1 == S_IXT_IDLE) && (c_state_ixt_t2 == S_IXT_LAST);
    end 
end
assign o_idle    = !r_run;
assign o_run     = r_run;
assign o_n_ready = r_n_ready;
assign o_en_err  = r_en_err;
assign o_ot_idx     = r_ot_idx    ;
assign o_ot_infmap  = r_ot_infmap ;
assign o_ot_valid   = r_ot_valid  ;
assign o_ot_done    = r_ot_done   ;
endmodule

===== ./run.sh =====
#!/bin/bash
# OpenROAD 26Q1-2900-gdf79404cd8, Yosys 0.63+post, stock flow scripts
make -C /OpenROAD-flow-scripts/flow DESIGN_CONFIG=/design/flow/config.mk WORK_HOME=/design/flow/orfs finish

==> results_slide.txt <==
Key Metrics from the Run

Clocking
  • H-tree levels: 4
  • CTS tree: done
  • Setup Fix Bufs, Post-CTS: 0
  • Root Buffer: clkbuf_16
  • Worst-skew pair later-pin latency: 410 ps
  • CTS Hold Bufs: 0
  • CTS sink count: 141
  • Clock Path Buffers: 2
  • Post-CTS resize count: 0
  • Clk slew on worst S/H paths: 60 ps
  • Num CTS Buffers: 17

Floorplanning
  • Die area: 14500 µm²
  • Row count: 42
  • Core footprint: 13500 µm²
  • Fp_density: 52.0%
  • I/O pins: 137
  • Die Span X: 120 µm
  • Chip Height: 120 µm

Synth
  • Post-synth ARST share: 0%
  • Mapped Area: 7000 µm²
  • Number of enable flip-flop cells: 0
  • Yosys chip area: 7000 µm²
  • Gate Count Post-Synth: 637
  • Synth warn: 1
  • Number of distinct library cells after synthesis: 51
  • Post-synth seq share: 40.3%
  • Mapped Avg Cell Area: 11.0 µm²
  • Ys flop type: dfxtp_1
  • Ys cells: 637
  • Synth flops: 141

Worst setup path
  • R2R Setup Slk: 4510 ps
  • CP Class: reg2out
  • Critical-path cell list: clkdlybuf4s50_1
  • Top delay family on crit path: flip-flops
  • Crit. End Element: primary output
  • Critical path buffers and inverters: 1
  • R2R cell count: 3
  • Critical path peak fanout: 9
  • Startpoint types: flip-flop
  • Critical-path top delay cell: dfxtp_1
  • WP depth: 1
  • Req. time, crit path: 5440 ps
  • Crit path DAT: 1480 ps
  • Worst stage delay on the critical path: 530 ps

Global routing
  • Total GRT Usage: 21.7%
  • Global-route wire length before repair: 24.3 mm
  • Largest net degree at the start of global routing: 73
  • Vias in the first global route: 4752
  • Total gr overflow: 0
  • Initial antenna violation count: 0

Pwr
  • Sw Share: 26.3%
  • Switching pwr: 0.617 mW
  • Seq pwr share: 40.6%
  • Pleak: 3.02 nW
  • Power per Cell Area: 260 nW/µm²
  • Cell Int Power: 1.73 mW
  • Peak supply drop: 179 µV
  • Total power: 2.34 mW
  • Comb pwr share: 16.2%
  • Clock share of power: 43.2%

Final timing
  • Slew headroom: 43.9%
  • Period utilization: 41.7%
  • Post-route worst setup slack: 3960 ps
  • Highest clock rate: 0.352 GHz
  • RSZ-0062 raised after global routing: no
  • Final slew viol count: 0
  • Max Clock Skew: 5.53 ps
  • Fin. Hold Viols: 0
  • # setup viols final: 0
  • Setup TNS: 0 ps
  • Worst Max-Slew Pin Slew: 842 ps
  • Crit path time final: 2840 ps

Detailed routing
  • ANT cells: 0
  • Final wirelength: 14.4 mm
  • First DRT Iteration DRCs: 354
  • First-pass iteration count of the detailed router: 5
  • Post-route DRC: 0
  • Avg WL per Cell: 15.4 µm
  • Via Count: 5180
  • DRT antenna net count: 0
  • Drt via density: 5.53

Finish
  • Util after Layout: 66.9%
  • Most numerous logic cell after layout: dfxtp_1
  • Regs by FF count: r_ot_infmap (72), r_rd_infmap_ixt (32), r_rd_addr (9)
  • Top Layout Cells: dfxtp_1 (139), clkdlybuf4s50_1 (134), nor2b_1 (75)
  • Layout cells sized above 1: 15.8%
  • Layout fillers: 1020
  • Largest register FFs: 72
  • Largest register by flop count: r_ot_infmap
  • Syn-to-layout area delta: 28.5%

Hold path
  • WHS Path Cells: 2
  • Hold WC Path Type: reg2reg

Status
  • Status: finished clean

Placed design
  • Dpl hpwl: 10.0 mm
  • Gp weighted congestion: 0.892
  • Pre-CTS WS: 3540 ps
  • Buffers added on ports: 134

Flow run
  • Tool warnings: 33
  • Max-cap viol count: 0
[cell type report]
class	instances	area (µm²)	area share (%)
multi-input cells	429	3840	42.7
flip-flops and latches	141	2830	31.4
repair buffers	139	1380	15.3
clock buffers	19	443	4.92
well taps	176	220	2.45
clock inverters	13	213	2.36
inverters	20	75.1	0.834
[worst reg2reg max path, stage by stage, from the launching register on]
cell,delay (ps)
dfxtp_4,740
buf_4,670
mux4_2,590
nor2b_1,140
[metal layers]
| metal | wire length [µm] | share of wire [%] | track usage [%] |
|---|---|---|---|
| met2 | 6030 | 42 | 28.4 |
| met1 | 7260 | 50 | 40.9 |
| met5 | 0 | 0 | 0 |
| met3 | 955 | 6.6 | 4.09 |
| met4 | 163 | 1.1 | 2.08 |
[synthesized netlist by cell type (2+ instances only)]
cell / n / share of area [%]
dfxtp_1: 141 / 40
nor2b_1: 75 / 6.7
mux4_2: 74 / 24
nor2_1: 58 / 3.1
a21oi_1: 40 / 2.9
nand2_1: 36 / 1.9
inv_1: 19 / 1.0
buf_2: 18 / 1.3
ha_1: 17 / 3.0
clkbuf_1: 15 / 0.80
nor3_1: 15 / 1.1
nand3_1: 14 / 1.0
o21ai_0: 12 / 0.86
xor2_1: 10 / 1.3
a22oi_1: 9 / 0.97
xnor2_1: 9 / 1.1
and2_1: 8 / 0.71
buf_6: 8 / 1.3
o22ai_1: 8 / 0.71
nand2b_1: 6 / 0.54
buf_4: 4 / 0.43
a211oi_1: 3 / 0.32
a221oi_1: 3 / 0.38
and3_1: 2 / 0.18
buf_1: 2 / 0.11
conb_1: 2 / 0.11
mux2i_1: 2 / 0.29
mux4_1: 2 / 0.75
nand4_1: 2 / 0.18
nor3_2: 2 / 0.29
[cell families after synthesis]
| family | after synthesis | share of synthesized area [%] |
|---|---|---|
| compound gates | 87 | 7.51 |
| xor+xnor | 19 | 2.38 |
| fa+ha+maj | 18 | 3.32 |
| buf+inv | 67 | 4.99 |
| flops | 141 | 40.3 |
| mux | 78 | 24.8 |
| other cells | 2 | 0.107 |
| simple gates | 225 | 16.5 |
[through the flow]
| stage | hold slack (ps) | instance area, µm² | cells |
|---|---|---|---|
| floorplan | 413 | 7000 | 637 |
| global placement | 456 | 8340 | 905 |
| detailed placement | 474 | 8340 | 905 |
| CTS | 484 | 9000 | 937 |
| global route | 521 | 9000 | 937 |
| finish | 479 | 9000 | 937 |
[power by group through the flow]
stage / registers (mW) / logic [mW] / clock network [mW]
after CTS: 0.951 / 0.381 / 1.03
after global routing: 0.963 / 0.423 / 1.07
final: 0.951 / 0.380 / 1.01
[worst paths after layout]
check | start | end
worst max register to register | r_rd_word_num_m1_t1[0] | r_ot_infmap[3]
worst min register to register | r_en_err | r_en_err
worst min-delay path | r_en_err | r_en_err
worst max-delay path | r_rd_addr[2] | b_o_infmap_addr[2]
No activity file was given, so power comes from the tool's default toggle rates.
